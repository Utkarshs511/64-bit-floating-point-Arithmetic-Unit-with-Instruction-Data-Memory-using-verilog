File: config.mk
export PLATFORM = sky130hd
export DESIGN_NAME = programCounter
export DESIGN_NICKNAME = programCounter
export VERILOG_FILES = /design/flow/design.v
export SDC_FILE = /design/flow/constraint.sdc
export NUM_CORES = 4
export LEC_CHECK = 1
export CORE_AREA = 10 10 72 72
export DIE_AREA = 0 0 82 82
File: constraint.sdc
current_design programCounter

set clk_period 1.9
set clk_io_pct 0.2

create_clock -name clk0 -period $clk_period [get_ports {clk}]

set non_clock_inputs [all_inputs -no_clocks]
set_input_delay [expr $clk_period * $clk_io_pct] -clock clk0 $non_clock_inputs
set_output_delay [expr $clk_period * $clk_io_pct] -clock clk0 [all_outputs]
File: design.v
`timescale 1ns / 1ps
module programCounter(
	 input wire clk,
    input wire rst,       
    output reg [7:0] pc_out,
	 output reg stop
    );
	 initial begin
		  pc_out=8'h0;
		  stop=0;
	 end
	 always @(posedge clk or posedge rst) begin
        if (rst)begin
            pc_out <= 8'h0;
				stop<=0;
		  end	
		  else if (pc_out==8'hFF)
				stop<=1;
        else 
            pc_out <= pc_out + 1;
    end
endmodule
File: run.sh
#!/bin/bash
# OpenROAD 26Q1-2900-gdf79404cd8, Yosys 0.63+post, stock flow scripts
make -C /OpenROAD-flow-scripts/flow DESIGN_CONFIG=/design/flow/config.mk WORK_HOME=/design/flow/orfs finish
==> flow_summary.html <==
<!-- implementation run metrics -->
<table>
<tr><th>Metric</th><th>Value</th></tr>
<tr><th colspan="2">Run status</th></tr>
<tr><td>Result of the run</td><td>complete, no violations</td></tr>
<tr><th colspan="2">Critical path</th></tr>
<tr><td>Worst endpoint required time</td><td>1520 ps</td></tr>
<tr><td>Critical path startpoint category</td><td>flip-flop</td></tr>
<tr><td>Number of buffer and inverter instances along the worst setup path</td><td>1</td></tr>
<tr><td>Reg2reg end</td><td>pc_out[1]</td></tr>
<tr><td>Slowest CP cell</td><td>clkdlybuf4s50_1</td></tr>
<tr><td>Setup slack, reg-to-reg</td><td>390 ps</td></tr>
<tr><td>Max Fanout on Critical Path</td><td>6</td></tr>
<tr><td>Critical path capture point type</td><td>output pin</td></tr>
<tr><td>Number of cells on the worst reg-to-reg path</td><td>4</td></tr>
<tr><td>Critical R2R Launch</td><td>pc_out[0]</td></tr>
<tr><td>Setup Crit Path Kind</td><td>reg -&gt; out</td></tr>
<tr><td>Cell class contributing the biggest share of worst-path delay</td><td>buffers and inverters</td></tr>
<tr><td>Data arrival time at the worst-slack endpoint</td><td>1190 ps</td></tr>
<tr><td>Stages on worst setup path</td><td>1</td></tr>
<tr><td>Slowest stage delay, CP</td><td>~520 ps</td></tr>
<tr><td>End of the critical path</td><td>pc_out[7]</td></tr>
<tr><td>Critical-path cell list</td><td>clkdlybuf4s50_1</td></tr>
<tr><td>Critical path startpoint</td><td>pc_out[7]</td></tr>
<tr><th colspan="2">Floorplan</th></tr>
<tr><td>Die X</td><td>82 um</td></tr>
<tr><td>Number of top-level pins</td><td>11</td></tr>
<tr><td>Chip height</td><td>82 um</td></tr>
<tr><td>Num rows</td><td>22</td></tr>
<tr><td>Core box area</td><td>3690 sq um</td></tr>
<tr><td>Initial cell density of the core</td><td>12.0%</td></tr>
<tr><td>Die ar.</td><td>slightly below 7000 sq um</td></tr>
<tr><th colspan="2">Placed design</th></tr>
<tr><td>Number of placed cells counting well taps</td><td>96</td></tr>
<tr><td>Placer congestion estimate</td><td>0.754</td></tr>
<tr><td>Pre-CTS WS</td><td>393 ps</td></tr>
<tr><td>Count of buffers from port buffering</td><td>10</td></tr>
<tr><td>Detail Placement HPWL</td><td>744 um</td></tr>
<tr><th colspan="2">STA</th></tr>
<tr><td>Final Hold Viols</td><td>0</td></tr>
<tr><td>Final total negative setup slack</td><td>0 ps</td></tr>
<tr><td>Crit share post-route</td><td>82.7%</td></tr>
<tr><td>Worst-case headroom to the max-slew limit</td><td>between 70% and 80%</td></tr>
<tr><td>Setup repair after global routing missed its margin</td><td>false</td></tr>
<tr><td>Maximum frequency from static timing analysis</td><td>636 MHz</td></tr>
<tr><td>Worst Skew</td><td>just under 5 ps</td></tr>
<tr><td>Slew at the pin closest to its max-slew limit</td><td>342 ps</td></tr>
<tr><td>Crit path setup slack, layout</td><td>328 ps</td></tr>
<tr><td>Final setup fails</td><td>0</td></tr>
<tr><td>Final Max Tran Viols</td><td>0</td></tr>
<tr><td>Tmin final</td><td>1570 ps</td></tr>
<tr><th colspan="2">Clocking</th></tr>
<tr><td>Clock tree root driver cell</td><td>clkbuf_8</td></tr>
<tr><td>CTS H-tree lvls</td><td>1</td></tr>
<tr><td>CTS tree</td><td>yes</td></tr>
<tr><td>Maximum root-to-sink buffer count</td><td>2</td></tr>
<tr><td>Clock sink count</td><td>9</td></tr>
<tr><td>Late-Pin Clk Latency</td><td>230 ps</td></tr>
<tr><td>Cts bufs inserted</td><td>3</td></tr>
<tr><td>Number of hold buffers added after CTS</td><td>0</td></tr>
<tr><td>Post-CTS setup repair buffer count</td><td>0</td></tr>
<tr><td>Post-CTS clock slew at the launch and capture registers of the worst setup and hold paths</td><td>50 ps</td></tr>
<tr><td>Total of cells resized after clock tree synthesis</td><td>0</td></tr>
<tr><th colspan="2">Layout</th></tr>
<tr><td>Fraction of layout cells with a size suffix above 1</td><td>between 10% and 20%</td></tr>
<tr><td>Final core utilization</td><td>17.5%</td></tr>
<tr><td>Area grow syn2layout</td><td>46.5%</td></tr>
<tr><td>Non-filler instance count after layout</td><td>100</td></tr>
<tr><td>Number of filler instances in the final layout</td><td>419</td></tr>
<tr><th colspan="2">Route</th></tr>
<tr><td>Antenna Violating Nets Remaining</td><td>0</td></tr>
<tr><td>Antenna diode count</td><td>0</td></tr>
<tr><td>Initial DRC Count</td><td>15</td></tr>
<tr><td>Post-detailed-route via-to-cell ratio</td><td>3.27</td></tr>
<tr><td>Detail-routed net length per standard cell</td><td>8.99 um</td></tr>
<tr><td>Aggregate routed wire length</td><td>~900 um</td></tr>
<tr><td>Vias post-DR</td><td>327</td></tr>
<tr><td>DRC viols</td><td>0</td></tr>
<tr><td>First drt pass iteration count</td><td>3</td></tr>
<tr><th colspan="2">Power and ir drop</th></tr>
<tr><td>Net switching fraction of the power</td><td>~18%</td></tr>
<tr><td>Clock network fraction of total power</td><td>around 52%</td></tr>
<tr><td>Worst-case vdd ir drop</td><td>~0.23 mV</td></tr>
<tr><td>Combinational power share</td><td>1.4%</td></tr>
<tr><td>Sequential group share of total power</td><td>46.4%</td></tr>
<tr><td>Switching component of the power</td><td>approximately 0.075 mW</td></tr>
<tr><td>Power, Total</td><td>0.415 mW</td></tr>
<tr><td>Power density cells</td><td>642 nW/um^2</td></tr>
<tr><td>Leakage power</td><td>0.269 nW</td></tr>
<tr><td>Internal Power</td><td>0.340 mW</td></tr>
<tr><th colspan="2">Synth</th></tr>
<tr><td>Register bit count reported by yosys</td><td>9</td></tr>
<tr><td>Post-synthesis cell type with the largest instance count</td><td>dfrtp_1</td></tr>
<tr><td>Synth Flop Type</td><td>dfrtp_1</td></tr>
<tr><td>Largest area contributor in the netlist</td><td>dfrtp_1</td></tr>
<tr><td>YS warnings</td><td>1</td></tr>
<tr><td>Number of cells in Yosys stat</td><td>38</td></tr>
<tr><td>Mean Syn Cell Area</td><td>11.6 sq um</td></tr>
<tr><td>Main area contributors</td><td>dfrtp_1 (51%), mux2_1 (5.1%), mux2_2 (5.1%)</td></tr>
<tr><td>Post-synth area from yosys stat</td><td>442 sq um</td></tr>
<tr><td>Top cell type's share of synthesized area</td><td>51.0%</td></tr>
<tr><td>FFs w/ async S/R, synth</td><td>approximately 100%</td></tr>
<tr><td>Count of cell types in the netlist</td><td>20</td></tr>
<tr><td>Synthesized instance count</td><td>38</td></tr>
<tr><td>Leading cell types by count after synthesis</td><td>dfrtp_1 (9), nand2_1 (4), nor3_1 (3)</td></tr>
<tr><td>Number of enable flip-flop cells</td><td>0</td></tr>
<tr><td>Synth Seq Share</td><td>between 50% and 60%</td></tr>
<tr><td>Post-synthesis instance area</td><td>approximately 440 sq um</td></tr>
<tr><th colspan="2">Global routing</th></tr>
<tr><td>Via count of the first global-routing pass</td><td>314</td></tr>
<tr><td>Maximum number of pins on one net before global-route repair</td><td>10</td></tr>
<tr><td>Gr ovfl total</td><td>0</td></tr>
<tr><td>Antenna violations before repair</td><td>0</td></tr>
<tr><td>Tot GR Track Use</td><td>2.72%</td></tr>
<tr><td>Global-route wire length before repair</td><td>1410 um</td></tr>
<tr><th colspan="2">Job</th></tr>
<tr><td>Number of warning messages in the logs</td><td>25</td></tr>
<tr><td>Maximum capacitance violations</td><td>0</td></tr>
<tr><th colspan="2">Min path</th></tr>
<tr><td>Hold Crit Class</td><td>in -&gt; async</td></tr>
</table>
==> flip-flops by register name, indices dropped and copies added (netlist names) <==
register	count
pc_out	8
stop	1
==> per-stage QoR <==
step	hold slack (ps)	instance area (sq um)
detailed placement	463	602
CTS	433	647
global placement	460	602
global route	459	647
floorplan	208	442
finish	412	647
==> layer usage <==
| metal | wire length (um) | part of all wire, % | GRT usage [%] | vias up |
|---|---|---|---|---|
| met5 | 0 | 0 | 0 | - |
| met2 | 450 | 50 | 4.62 | 9 |
| met3 | 110 | 12 | 2.20 | 0 |
| li1 | - | - | - | 164 |
| met1 | 337 | 37 | 2.66 | 154 |
| met4 | 0 | 0 | 0.170 | 0 |
==> placed cells by master, fill, tap and decap left out, types with 2 or more instances in the layout <==
master	Yosys	final
clkbuf_8	0	3
nor3_1	3	3
mux2_2	2	2
mux2_1	2	2
dfrtp_1	9	9
nand2_1	4	4
inv_1	2	2
clkdlybuf4s50_1	0	10
o21a_1	2	2
nand3_1	2	2
==> cell families after synthesis <==
kind of cell	after synthesis	share of synthesized area, %
adders and majority gates	1	2.83
buffers and inverters	2	1.70
and+or+nand+nor	15	22.7
muxes	4	10.2
xor gates and xnor gates	1	1.98
DFF	9	51.0
AOI/OAI and AO/OA	6	9.63
==> worst min-delay path by stage <==
stage	to	slack, ps	cells after the start	startpoint
finish	pc_out[2]	410	2	rst
global route	pc_out[2]	460	2	rst
CTS	pc_out[5]	430	2	rst
==> worst register-to-register path: cells and delay by family (launching register included) <==
kind / cells / cell delay, ps
muxes: 1 / 340
adders and majority gates: 1 / 230
and+or+nand+nor: 2 / 420
DFF: 1 / 400
==> final cells by class <==
cell class                      instances  area [sq um]  area share (%)
Tap cell                               48          60.1            9.28
Multi-Input combinational cell         27           209            32.3
Sequential cell                         9           225            34.8
Clock buffer                            4          45.0            6.96
Inverter                                2          7.51            1.16
Timing Repair Buffer                   10           100            15.5
==> power groups by stage <==
stage	logic, mW	registers [mW]	clock network (mW)
CTS	0.00630	0.192	0.223
global route	0.00685	0.192	0.237
finish	0.00569	0.192	0.217
No activity file was given, so power comes from the tool's default toggle rates.
