--- design/flow/design.v ---
`timescale 1ns / 1ps
module multiplication(
    input [63:0] A,
    input [63:0] B,
    output reg [63:0] C,
    input enable
    );
	 reg [105:0] pro;
	 reg [52:0] am;
	 reg [52:0] bm;
	 reg [11:0] expA;
	 reg [11:0] expB;
	 reg [11:0] expC;
	 integer shift_amt;
	 reg sign;
	 always@(*)begin
	 sign = A[63] ^ B[63];
	 am={1'b1,A[51:0]};
	 bm={1'b1,B[51:0]};
	 pro=106'b0;
	 expA={1'b0,A[62:52]};
	 expB={1'b0,B[62:52]};
	 if (A[62:0] == 0 || B[62:0] == 0) begin
            C = 64'b0; 
    end
	 else if (expA == 11'b11111111111 || expB == 11'b11111111111) begin
            if (A[51:0] != 0 || B[51:0] != 0) begin
                C = {A[63] ^ B[63], 11'b11111111111, 52'b1};
            end
				else begin
                C = {A[63] ^ B[63], 11'b11111111111, 52'b0};
				end
    end
	 else begin
	 pro=am*bm;
	 expC = expA + expB - 1023;
	 if (pro[105] == 1'b1) begin
                expC = expC+1;  
		end 
	 else begin
			  pro = pro << 1;
   end	
	end
	if (expC >= 2047) begin
                C = {sign, 11'b11111111111, 52'b0};   
            end
            else if (expC <= 0) begin
                C = 64'b0;  
            end
            else begin
                C = {sign, expC[10:0], pro[104:53]};
            end
	end
endmodule
--- design/flow/run.sh ---
#!/bin/bash
# OpenROAD 26Q1-2900-gdf79404cd8, Yosys 0.63+post, stock flow scripts
make -C /OpenROAD-flow-scripts/flow DESIGN_CONFIG=/design/flow/config.mk WORK_HOME=/design/flow/orfs finish
--- design/flow/config.mk ---
export PLATFORM = sky130hd
export DESIGN_NAME = multiplication
export DESIGN_NICKNAME = multiplication
export VERILOG_FILES = /design/flow/design.v
export SDC_FILE = /design/flow/constraint.sdc
export NUM_CORES = 4
export LEC_CHECK = 1
export CORE_UTILIZATION = 50
--- design/flow/constraint.sdc ---
current_design multiplication

set clk_period 31.4
set clk_io_pct 0.2

create_clock -name clk0 -period $clk_period

set non_clock_inputs [all_inputs -no_clocks]
set_input_delay [expr $clk_period * $clk_io_pct] -clock clk0 $non_clock_inputs
set_output_delay [expr $clk_period * $clk_io_pct] -clock clk0 [all_outputs]
==> summary.txt <==
The flow completed. Summing all placed instances gives a cell area of 92580 sq um. The routed layout reports a DRC error count of 0. The analysis attributes to net switching a power of around 43 mW. Worst-case hold slack landed at 13680 ps. The worst setup path is of the input pin to output port kind.

Maximum VDD drop landed at approximately 2.2 mV. Total of fill cells in the finished design landed at 16098. The report lists the number of standard-cell rows as around 150. The synthesized netlist devotes about 2.9% of its cell area to compound gates. First-pass GRT wire length landed at approximately 470 mm. Final-report hold violation count landed at 0. Entering global routing, the biggest net connects between 50 and 60 pins. The worst setup path is captured at an output port. The total overflow left after global routing is 0. After synthesis the cells add up to between 80000 and 90000 sq um. In the Yosys report the total cell count is just over 10000. TritonRoute output was used to compute an average wire per cell of between 20 and 25 um. RePlAce ended its routability-driven mode at a weighted congestion of roughly 1.0. Number of buffers inserted by hold repair at cts landed at 0. Summing all multiplexer cells gives an area fraction of less than 1%.

The routed layout has ~67000 vias. OpenROAD warning count landed at 40. Per the final layout report, the fraction of cells sized above drive strength 1 comes to between 3 and 4%. Overall routed net length landed at between 300 and 400 mm. For the finished layout, the period the worst path requires is roughly 25000 ps. After Yosys synthesis, full adders, half adders and majority gates account for between 60% and 70% of the synthesized area. Via count of the first global-routing pass landed at 74187.

Max-slew violation count landed at 0. Number of antenna violations at the first check in global routing landed at 18. Number of input and output port buffers inserted landed at ~190.

Largest fanout of any net on the critical path landed at 19. The violation tally recorded at the end of detailed-routing iteration 0 is about 3000. Among the non-sequential cells, adder cells take the most area. Number of distinct library cells after synthesis landed at between 80 and 90.

Count of unclocked register or latch pins landed at 12. Looking at the max-slew report, the worst-margin pin has a slew of 1343 ps. Die width landed at 423.7 um. The worst-case max-slew headroom was logged as a little under 10%. Counting the warning lines in the Yosys log gives 13. Setup repair after global routing left no endpoint under its margin. Per the STA report, the cell with the highest stage delay on the worst path is clkinv_1. Floorplan core density landed at 50.39%. Total routing usage reported by global routing landed at between 30% and 40%. Chip area from the yosys synthesis statistics landed at ~90000 sq um. According to the floorplan report, the placeable core area is 176500 sq um. Per the post-route antenna check, the number of violating nets is 0. More flip-flops sit in one register than any other, and that register is expC. Biggest cell delay along the critical path landed at 760 ps. Max-cap check violation count landed at 0.

Internal power contribution landed at 25.63 mW. In the final layout, the registers with the most flip-flops are expC (12). Full die area landed at around 180000 sq um. Number of setup violations in the final report landed at 0.

The script computed the net switching share of total power as 62.46%. After clock tree synthesis, the setup repair step added 0 buffers. Power per cell area landed at 737.5 nW/um^2. Per the synthesis report, the simple-gate share of the synthesized area is between 10% and 20%. STA puts the critical path data arrival time at about 19000 ps.

The timing report shows the most common cell along the critical path to be fa_1. STA classifies the critical path startpoint as an input pin. After routing, the total negative slack on setup checks comes to 0 ps.

The OpenROAD report gives the critical path a required time of ~25000 ps. Post-route cell area landed at between 90000 and 100000 sq um. In this run, synthesis produced a sequential element count of 12. Number of flip-flops under the largest register name landed at 12. The worst path uses between 70% and 80% of the clock period.

Post-DP HPWL landed at around 240 mm. STA reports the tightest min-delay check as being of type input pin to output port. The highest clock rate this design can be run at is ~40 MHz.

Dividing the synthesized area by the synthesized cell count gives 8.847 sq um. Via count normalized by instance count landed at around 5.5. The finished layout reports a core utilization of 52.46%. From bottom edge to top edge, the die measures around 420 um. Count of cells resized by post-cts repair landed at 0. I/O pin total landed at between 150 and 200. Count of flip-flops with a built-in enable after synthesis landed at 0.

Gate count after technology mapping landed at between 10000 and 15000. Share of the synthesized netlist area taken by xor and xnor gates landed at less than 1%. Count of endpoints without a timing constraint landed at 12. The flow ran to the end, and the final reports show no timing, DRC or antenna violations. Iteration tally of the first detailed-router pass landed at 21.

Fraction of registers with async set or reset after synthesis landed at 0%. Relative area change from synthesis to final layout landed at 4.114%. The most used flip-flop cell after synthesis is dlxtn_1. The script extracted a total leakage power of around 48 nW.
synthesized netlist by cell type, drive strengths merged (9+ instances only):
cell	count	area (sq um)
a2111oi	9	103.9
a211oi	10	75.07
a21o	31	232.7
a21oi	135	686.9
a31oi	14	87.58
and2	811	5074
and3	19	123.9
buf	34	170.2
clkbuf	594	2231
clkinv	11	41.29
dlxtn	12	180.2
fa	2600	52050
ha	502	6281
inv	2633	9883
mux2i	33	330.3
nand2	1836	6892
nand2b	13	81.33
nand3	35	175.2
nand4	43	269.0
nor2	263	987.2
nor2b	10	62.56
nor3	69	350.3
nor4	44	300.3
o211ai	10	80.07
o21ai	81	405.4
o21bai	18	135.1
xnor2	45	394.1
xor2	27	236.5
worst paths after layout:
path	start	endpoint	cells past startpoint
max	B[20]	C[50]	32
min	B[63]	C[63]	4
placed cells by master, fill, tap and decap left out, types with 89 or more instances in the layout:
master,netlist,layout
inv_1,2628,2627
a21oi_1,132,132
nor2_1,263,262
fa_1,2600,2600
and2_1,811,811
ha_1,502,502
buf_2,13,103
clkdlybuf4s50_1,0,89
buf_4,5,223
nand2_1,1836,1836
metal layers:
metal / track usage [%] / vias up / share of wire [%]
met2: 56.13 / 3933 / 46
li1: - / 27943 / -
met4: 14.88 / 33 / 5.4
met5: 2.823 / - / 0.23
met1: 47.85 / 33886 / 32
met3: 24.72 / 770 / 16
area by class of cell:
type | count | area (sq um) | share of cell area [%]
inverters | 2644 | 9925 | 10.72
flip-flops and latches | 12 | 180.2 | 0.1946
repair buffers | 416 | 3100 | 3.349
diodes | 6 | 15.01 | 0.01622
multi-input cells | 6768 | 76440 | 82.56
well taps | 2340 | 2928 | 3.162
metrics by stage:
stage	power (mW)	instances	setup slack, ps
global placement	67.14	12180	7143
finish	68.29	12186	6570
detailed placement	67.10	12180	7195
global route	73.82	12182	6359
floorplan	41.05	10052	10230
CTS	67.68	12180	7143
worst max-delay path: cells and delay by family:
family                   cells  cell delay (ps)
AND-OR/OR-AND                6             2410
adder cells (fa/ha/maj)     10             4770
buffers and inverters       10             2710
AND/OR/NAND/NOR              6             2300
logic make-up after synthesis:
kind of cell	Yosys count
buf+inv	3272
simple gates	3171
fa+ha+maj	3102
compound gates	387
xor+xnor	73
mux	35
latches	12
No activity file was given, so power comes from the tool's default toggle rates.
